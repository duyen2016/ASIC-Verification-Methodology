## flow/design.v

```verilog
module controller(PCSel, inst, ImmSel, RegWEn, BrUn, BrEq, BrLT, Bsel, ASel, ALUSel, MemRW, WBSel, funct3);
  input [31:0] inst;
  input BrEq, BrLT;
  output [2:0] ImmSel;
  output RegWEn, Bsel, MemRW, PCSel, BrUn, ASel;
  output [3:0] ALUSel;
  output [2:0] funct3;
  output [1:0] WBSel;
  parameter AND = 4'b0000;
parameter OR = 4'b0001;
parameter ADD = 4'b0010;
parameter ADD0 = 4'b0011;
parameter SLL = 4'b0100;
parameter SRL = 4'b0101;
parameter SUB = 4'b0110;
parameter unsigned_SLT = 4'b0111;
parameter signed_SLT = 4'b1000;
parameter SRA = 4'b1001;
parameter JALR = 4'b1010;
parameter XOR = 4'b1100;
parameter R_Type = 3'b000;
parameter I_Type = 3'b001;
parameter S_Type = 3'b010;
parameter B_Type = 3'b011;
parameter U_Type = 3'b100;
parameter J_Type = 3'b101;
parameter I_Type_JALR = 3'b110;
  wire [6:0] opcode, funct7;
  wire [2:0] type;
  assign opcode = inst[6:0];
  assign funct7 = inst[31:25];
  assign funct3 = inst[14:12];
  assign type = gettype(opcode);
  assign ImmSel = getImmSel(type);
  assign RegWEn = getRegWEn(type);
  assign BrUn = getBrUn(type, funct3);
  assign Bsel = getBSel(type);
  assign ASel = getASel(type, opcode);
  assign ALUSel = getALUSel(opcode, funct3, funct7);
  assign MemRW = getMemRW(opcode);
  assign WBSel = getWBSel(opcode);
  assign PCSel = getPCsel(type, funct3, BrEq, BrLT);
  function getPCsel(input [2:0] type, input [2:0] funct3, input BrEq, input BrLT);
      begin
        case (type)
            J_Type: getPCsel = 1'b1;
            B_Type: begin
                case (funct3)
                    3'b000: if (BrEq) getPCsel = 1'b1;
                                else getPCsel = 1'b0;
                    3'b001: if (!BrEq) getPCsel = 1'b1;
                                else getPCsel = 1'b0; 
                    3'b100: if (BrLT) getPCsel = 1'b1;
                                else getPCsel = 1'b0;
                    3'b101: if (!BrLT) getPCsel = 1'b1;
                                else getPCsel = 1'b0;
                    3'b110: if (BrLT) getPCsel = 1'b1;
                                else getPCsel = 1'b0;
                    3'b111: if (BrEq) getPCsel = 1'b1;
                                else getPCsel = 1'b0;
                    default: getPCsel = 1'b0;
                endcase
            end
            I_Type_JALR: getPCsel = 1'b1;
            default: getPCsel = 1'b0;
        endcase
      end
  endfunction  
  function [2:0] getImmSel(input [2:0] type);
    begin
        case(type)
            I_Type: getImmSel = 3'b000;
            S_Type: getImmSel = 3'b001;
            B_Type: getImmSel = 3'b010;
            U_Type: getImmSel = 3'b011;
            J_Type: getImmSel = 3'b100;
            I_Type_JALR: getImmSel = 3'b000;
            default: getImmSel = 3'b111;
        endcase
    end
  endfunction
  function getRegWEn(input [2:0]type);
    begin
        case (type)
            B_Type: getRegWEn = 1'b0;
            S_Type: getRegWEn = 1'b0;
            default: getRegWEn = 1'b1;
        endcase
    end
  endfunction
  function getBrUn (input [2:0] type, input [2:0] funct3);
    begin
        if (type == B_Type && ((funct3 == 3'b110) || (funct3 == 3'b111)))
            getBrUn = 1'b1;
        else getBrUn = 1'b0;
    end
  endfunction
  function getBSel(input [2:0] type);
    begin
        if (type == R_Type) getBSel = 1'b0;
        else getBSel = 1'b1;
    end
  endfunction
  function getASel (input [2:0] type, input [6:0] opcode);
      begin
        case (type)
            B_Type: getASel = 1'b1;
            J_Type: getASel = 1'b1;
            I_Type_JALR: getASel = 1'b1;
            default: begin
                if (opcode == 7'b0010111) getASel = 1'b1;
                else getASel = 1'b0;
            end
        endcase
      end
  endfunction
  function [3:0] getALUSel (input [6:0] opcode, input [2:0] funct3, input [6:0] funct7);
    begin
        if ((opcode == 7'b1100111) && (funct3 == 3'b000)) getALUSel = JALR;
        else if ((opcode == 7'b0110111)) getALUSel = ADD0;
        else if (((opcode == 7'b0010011) || (opcode == 7'b0110011)) && (funct3 == 3'b010)) getALUSel = signed_SLT;
        else if (((opcode == 7'b0010011) || (opcode == 7'b0110011)) && (funct3 == 3'b011)) getALUSel = unsigned_SLT;
        else if (((opcode == 7'b0010011) || (opcode == 7'b0110011)) && (funct3 == 3'b100)) getALUSel = XOR;
        else if (((opcode == 7'b0010011) || (opcode == 7'b0110011)) && (funct3 == 3'b110)) getALUSel = OR;
        else if (((opcode == 7'b0010011) || (opcode == 7'b0110011)) && (funct3 == 3'b111)) getALUSel = AND;
        else if (((opcode == 7'b0010011) || (opcode == 7'b0110011)) && (funct3 == 3'b001)) getALUSel = SLL;
        else if (((opcode == 7'b0010011) || (opcode == 7'b0110011)) && (funct3 == 3'b101) && (funct7 == 7'b0000000)) getALUSel = SRL;
        else if (((opcode == 7'b0010011) || (opcode == 7'b0110011)) && (funct3 == 3'b101) && (funct7 == 7'b0100000)) getALUSel = SRA;
        else if ((opcode == 7'b0110011) && (funct3 == 3'b000) && (funct7 == 7'b0100000)) getALUSel = SUB;
        else getALUSel = ADD;
    end
  endfunction 
  function getMemRW (input [6:0] opcode);
    begin
        if (opcode == 7'b0100011) getMemRW = 1'b0;
        else getMemRW = 1'b1;
    end
  endfunction
  function [1:0] getWBSel (input [6:0] opcode);
    begin
        if (opcode == 7'b1101111) getWBSel = 2'b10;
        else if (opcode == 7'b1100111) getWBSel = 2'b10;
        else if (opcode == 7'b0000011) getWBSel = 2'b00;
        else getWBSel = 2'b01;
    end
  endfunction
  function [2:0] gettype (input [6:0] opcode);
    begin
        if (opcode == 7'b0110011) gettype = R_Type;
        else if (opcode == 7'b0000011) gettype = I_Type;
        else if (opcode == 7'b0010011) gettype = I_Type;
        else if (opcode == 7'b0100011) gettype = S_Type;
        else if (opcode == 7'b1100011) gettype = B_Type;
        else if (opcode == 7'b0110111) gettype = U_Type;
        else if (opcode == 7'b0010111) gettype = U_Type;
        else if (opcode == 7'b1101111) gettype = J_Type;
        else if (opcode == 7'b1100111) gettype = I_Type_JALR;    
        else gettype = 3'b111;   
    end
  endfunction
endmodule
```

## flow/constraint.sdc

```tcl
current_design controller

set clk_period 2.5
set clk_io_pct 0.2

create_clock -name clk0 -period $clk_period

set non_clock_inputs [all_inputs -no_clocks]
set_input_delay [expr $clk_period * $clk_io_pct] -clock clk0 $non_clock_inputs
set_output_delay [expr $clk_period * $clk_io_pct] -clock clk0 [all_outputs]
```

## flow/run.sh

```bash
#!/bin/bash
# OpenROAD 26Q1-2900-gdf79404cd8, Yosys 0.63+post, stock flow scripts
make -C /OpenROAD-flow-scripts/flow DESIGN_CONFIG=/design/flow/config.mk WORK_HOME=/design/flow/orfs finish
```

## flow/config.mk

```make
export PLATFORM = sky130hd
export DESIGN_NAME = controller
export DESIGN_NICKNAME = controller
export VERILOG_FILES = /design/flow/design.v
export SDC_FILE = /design/flow/constraint.sdc
export NUM_CORES = 4
export LEC_CHECK = 1
export CORE_AREA = 10 10 71 71
export DIE_AREA = 0 0 81 81
```

==> Changelog: implementation <==
## Implementation

* Max cap viols at 0
* Log Warnings at approximately 48
* Worst setup EP type: primary output
* Vias in the first global route at 749
* Layout cells sized above 1 at 32.8%
* Hold Path Stages at 4
* WP depth at 6
* FP Util at 12.6%
* Rel. slew slack at 84.7%
* Max-area cell share at about 7%
* Setup TNS at 0 ns
* Via count at 740
* Seq share, synth at 0%
* Outcome: complete, no violations
* Peak supply drop at around 0.047 mV
* Post-Syn Area at 459 µm²
* Setup Viol. Count Final at 0
* Die Width at 81 µm
* NetSw at approximately 0.048 mW
* Placed instance count at 174
* Final tally of hold violations at 0
* Port bufs at 37
* Total power at 0.112 mW
* Final Max-Slew Violation Tally at 0
* Die height at 81 µm
* Overall routed net length at 2.00 mm
* CP bufs+invs at 3
* Area reported by Yosys stat at between 400 and 500 µm²
* Synthesized area per cell at about 6.0 µm²
* Placer Congestion at 0.836
* Tcrit/Tclk final at 99.5%
* Critical path launch point type: input pin
* Net Sw Frac at 42.4%
* Final Non-Filler Cells at 176
* Yosys cell count at 77
* Wirelength per Cell at 11.4 µm
* Crit path cell chain: dlygate4sd2_1 > buf_4 > nor4_2 > a31oi_1 > or3_1 > clkdlybuf4s50_1
* Yosys warning tally at 1
* Worst-path maximum fanout at 7
* Fillcell total at 403
* Max incr delay on CP at 0.42 ns
* Total track usage at 5.88%
* Count of cell types in the netlist at 33
* First-pass GRT wire length at about 3.3 mm
* Initial antenna violation count at 0
* Rows at 22
* Die ar. at 0.00656 mm²
* LEAKAGE at 0.448 nW
* Transition time of the tightest slew-check pin at 0.228 ns
* Fmax at 402 MHz
* Gr ovfl total at 0
* Clkbuf count at 0
* Fin crit period at 2.49 ns
* CP max stage cell: clkdlybuf4s50_1
* Min-Delay Path Class: in -> out
* Post-route ant nets at 0
* CP required at 2.00 ns
* Via/cell ratio at 4.20
* CP arrival at 1.99 ns
* # diodes at 0
* CP Class: in -> out
* Largest area contributor in the synthesized netlist: nand2b_1
* DRT Pass-1 Iters at 4
* Io pins at 52
* Core area at 0.00363 mm²
* Synth area leaders: nand2b_1 (6.8%), nand2_1 (6.5%), nor2_1 (6.5%)
* Seq cells at 0
* Area Growth Syn to Fin at 124%
* Unrepaired setup endpoints after global routing: yes
* Power Density at 109 mW/mm²
* Largest net degree at the start of global routing at 8
* Gate power share at 100.0%
* DP HPWL at between 1.5 and 2 mm
* Clock network fraction of total power at 0%
* Cells after Synth at ~77
* Internal at 0.0646 mW
* Hold_buf cts at 0
* Family with the most delay on the worst path: buffers and inverters
* DR DRC count at 0
* DR iter-0 viols at 29
* FF/Latch Area at 0 µm²
* Seq pwr share at 0%
worst min-delay path, stage by stage:
cell and delay [ns]:
clkbuf_2 0.14, nor2_1 0.06, o21ai_1 0.10, dlymetal6s2s_1 0.10
per-layer routing:
metal | vias up | routed length, µm | global-route usage [%] | part of all wire, %
met5 | - | 0 | 0 | 0
li1 | 384 | - | - | -
met3 | 0 | 159 | 1.67 | 7.9
met4 | 0 | 0 | 0.173 | 0
met1 | 332 | 867 | 7.40 | 43
met2 | 24 | 977 | 10.3 | 49
power groups by stage:
stage / combinational [mW] / clock (mW) / sequential, mW
4_1_cts: 0.111 / 0 / 0
5_1_grt: 0.124 / 0 / 0
6_report: 0.112 / 0 / 0
worst paths after layout:
kind / from / end
worst max-delay path: inst[2] / WBSel[0]
worst min-delay path: inst[3] / ImmSel[0]
layout by cell type (no fill, tap or decap), types with 3 or more instances in the layout:
cell / count
o21ai_1: 3
nand2_1: 7
nor2_1: 7
buf_2: 3
a21oi_1: 5
buf_4: 23
nor3_1: 4
nand2b_1: 4
a31oi_1: 3
dlygate4sd2_1: 13
clkdlybuf4s50_1: 16
layout make-up:
cell class / count / area, µm² / share of cell area (%)
timing repair buffer: 60 / 512 / 49.7
tap: 48 / 60.1 / 5.83
multi-input combinational: 66 / 450 / 43.7
inverter: 2 / 7.51 / 0.729
cells by family (layout without fill, tap and decap cells):
family          count (synthesis)  count (layout)  synth area share, %
compound gates                 20              20                 28.1
xor+xnor                        1               1                 1.91
buf+inv                        11              62                 11.7
simple gates                   45              45                 58.3
stage by stage:
| stage | hold WS, ns | setup slack (ns) | area, µm² | utilization (%) |
|---|---|---|---|---|
| 2_1_floorplan | 1.06 | 0.566 | 459 | - |
| 6_report | 1.41 | 0.0120 | 1030 | 28.3 |
| 5_1_grt | 1.48 | -0.0309 | 1030 | 28.3 |
| 4_1_cts | 1.59 | 0.00264 | 1020 | 28.0 |
| 3_5_place_dp | 1.94 | -0.502 | 1000 | 27.5 |
| 3_3_place_gp | 1.95 | -0.518 | 1000 | 27.5 |
Yosys cell counts, types with 2 or more instances:
cell and count:
a31oi_1 3, nand2b_1 5, nand2_1 8, nand3_1 2
o21ai_0 5, inv_1 2, and3_1 3, and2_1 2
buf_4 3, nor2_1 8, clkbuf_1 5, nor2b_1 2
or4_4 2, a21oi_1 5, nor3_1 4
timing repair:
item	4_1_cts	5_1_grt
setup endpoints to repair	15	9
pin swaps	13	2
setup buffers	3	0
gates resized	41	6
endpoints found under the hold margin	0	0
No activity file was given, so power comes from the tool's default toggle rates.
